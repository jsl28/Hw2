`design/flow/config.mk`:
```
export PLATFORM = sky130hd
export DESIGN_NAME = m
export DESIGN_NICKNAME = m
export VERILOG_FILES = /design/flow/design.v
export SDC_FILE = /design/flow/constraint.sdc
export NUM_CORES = 4
export LEC_CHECK = 1
export CORE_AREA = 10 10 95 95
export DIE_AREA = 0 0 105 105
```
`design/flow/constraint.sdc`:
```
current_design m

set clk_period 3.7
set clk_io_pct 0.2

create_clock -name clk0 -period $clk_period [get_ports {clk}]

set non_clock_inputs [all_inputs -no_clocks]
set_input_delay [expr $clk_period * $clk_io_pct] -clock clk0 $non_clock_inputs
set_output_delay [expr $clk_period * $clk_io_pct] -clock clk0 [all_outputs]
```
`design/flow/design.v`:
```
module m(q,clk);
input clk;
output reg [3:0] q = 4'b1000;
reg temp;
reg [15:0] count =16'b0;
always@(posedge clk)begin
 count <= count +16'b1 ;
 if(count == 25000)begin
  count <=16'b1;
  q[3:0] = {q[2:0], q[3]};
  end
 end
endmodule
```
`design/flow/run.sh`:
```
#!/bin/bash
# OpenROAD 26Q1-2900-gdf79404cd8, Yosys 0.63+post, stock flow scripts
make -C /OpenROAD-flow-scripts/flow DESIGN_CONFIG=/design/flow/config.mk WORK_HOME=/design/flow/orfs finish
```
==> reports/metrics.cfg <==
[pwr]
finalPower_mw = 0.380
peakVddDrop_mv = 0.165
p_sw_share_pct = 17.0
clkPwrFrac_pct = 41.8
power_leakage_nw = 0.347
p_int_mw = 0.316
p_comb_share_pct = 0
p_seq_share_pct = 58.2
powerDensity_nw_per_um2 = 369
power_switching_mw = 0.0647

[cts]
clk_latency_ns = 0.25
cts_tree = done
numCtsBuffers = 3
cts_max_level = 1
hold_buffers = 0
clockBufferDepth = 2
cts_resized = 0
cts_setup_buffers = 0
clockRootBuffer = clkbuf_8
clk_pin_slew_ns = 0.07
clock-sinks = 20

[floorplanning]
die_h_um = 105
dieArea_um2 = 11000
fp-row-count = 30
pin_count = 5
design.core.area_um2 = 6910
fp-utilization_pct = 11.8
fp.dieW_um = 105

[yosys]
syn-cell-area_um2 = 815
synthCells = 75
yosys-stat-cells = 75
postSynthSeqShare_pct = 54.1
syn_area_per_cell_um2 = 10.9
yosys_register_bits = 20
yosysUniqueCellTypes = 24
ys_area_um2 = 815
ys_warn_count = 1

[sta]
finalHoldViolations = 0
fin_ws_ns = 1.79
drv_slew = 0
fin_crit_sh_pct = 51.7
slew_headroom_pct = 55.9
period_needed_ns = 1.91
setup_viol_count_final = 0
finalSetupTns_ns = 0
finClkSkew_ns = 0.00265
fmax_mhz = 523
rsz0062_at_grt = false
worst_pin_slew_ns = 0.656

[route]
num_vias = 513
vias_per_cell = 2.87
first_pass_iters = 4
antennaDiodeCount = 0
wl_met1_um = 620
drtIter0Drc = 19
wl_um = 1190
dr_wl_met3_um = 91
drc = 0
routed-wl-met2_um = 459
top_layer_used = met4
wire_per_inst_um = 6.62
antenna_left = 0

[min_path]
hold_path_class = register to register

[global_routing]
grt_pass1_wl_um = 2220
grt_pass1_vias = 507
grt_usage_pct = 2.24
grt_max_degree = 14
antenna_found_initial = 0
overflow = 0

[worst_setup_path]
cp-end-kind = register
critPathLaunchType = register
crit_type = register to register
cp.arrival_ns = 1.80
path_max_fanout = 13
required_ns = 3.59

[status]
status = finished clean

[place]
gp_congestion = 0.744
dp.cells = 175
io_buffers = 4
hpwl_um = 879
place_ws_ns = 1.77

[flow_run]
maxCapViolCount = 0
tool_warnings = 26

[finish]
area_growth_pct = 26.4
nFillCells = 777
fin_cells = 179
layout-drive-gt1-share_pct = 8.43

## per-layer routing
layer,vias to the layer above,track usage [%]
met5,-,0
met4,0,0.196
met3,2,1.12
met2,10,3.34
met1,223,2.97
li1,278,-
## registers in the layout, indices dropped and copies added (netlist names)
| signal | flops |
|---|---|
| count | 16 |
| q | 4 |
## synthesized netlist by cell type (all sizes together)
| master | instances | share of area, % |
|---|---|---|
| a21oi | 1 | 0.61 |
| and4 | 1 | 1.1 |
| dfxtp | 16 | 39 |
| edfxtp | 4 | 15 |
| ha | 2 | 3.1 |
| inv | 4 | 1.8 |
| mux2i | 2 | 2.5 |
| nand2 | 6 | 2.8 |
| nand2b | 3 | 2.3 |
| nand3 | 4 | 2.5 |
| nand4 | 4 | 3.1 |
| nand4bb | 1 | 1.4 |
| nor2 | 6 | 2.8 |
| nor2b | 1 | 0.77 |
| nor3 | 1 | 0.61 |
| nor4 | 2 | 3.4 |
| o21ai | 1 | 0.61 |
| or3 | 2 | 1.5 |
| or3b | 1 | 1.1 |
| or4 | 2 | 2.3 |
| xnor2 | 6 | 6.5 |
| xor2 | 5 | 5.4 |
## layout by cell type, fill, tap and decap left out, types with 2 or more instances in the layout
master / n
clkbuf_8: 4
clkdlybuf4s50_1: 4
dfxtp_1: 16
edfxtp_1: 4
ha_1: 2
inv_1: 4
mux2i_1: 2
nand2_1: 6
nand2b_1: 3
nand3_1: 4
nand4_1: 4
nor2_1: 6
or3_1: 2
xnor2_1: 6
xor2_1: 5
## power by group through the flow
stage	clock network (mW)	logic, mW	registers [mW]
finish	0.159	0.000000143	0.221
global route	0.178	0.000000143	0.221
CTS	0.166	0.000000143	0.221
## area by class of cell
class / instances / area [µm²] / share of cell area, %
Sequential cell: 20 / 440 / 42.8
Multi-Input combinational cell: 51 / 359 / 34.9
Tap cell: 96 / 120 / 11.7
Clock buffer: 4 / 55.1 / 5.35
Timing Repair Buffer: 4 / 40.0 / 3.89
Inverter: 4 / 15.0 / 1.46
## path summary, 6_finish.rpt
path | start | endpoint | slack (ns) | cells after the start
worst max-delay path | count[9] | q[0] | 1.79 | 2
worst min-delay path | count[0] | count[0] | 0.45 | 1
worst max register to register | count[9] | q[0] | 1.79 | 2
worst min register to register | count[0] | count[0] | 0.45 | 1
## per-stage QoR
stage                     utilization [%]  instance area (µm²)  hold WS [ns]
after floorplan                         -                  815         0.400
after global placement               14.1                  975         0.429
after detailed placement             14.1                  975         0.435
after CTS                            14.9                 1030         0.453
after global routing                 14.9                 1030         0.484
final                                14.9                 1030         0.450
## critical path, cell delays in order (launching register included)
cell and delay [ns]:
dfxtp_1 0.36, or4_4 0.54, nor4_4 0.64
## logic make-up after synthesis
family / synth area share (%)
AND/OR/NAND/NOR: 25.5
XOR/XNOR: 11.8
AND-OR/OR-AND: 1.23
multiplexers: 2.46
flip-flops: 54.1
adder cells (fa/ha/maj): 3.07
buffers and inverters: 1.84
Power figures rest on the tool's default switching activity, not on a simulated workload.
